==> flow/run.sh <==
#!/bin/bash
# OpenROAD 26Q1-2900-gdf79404cd8, Yosys 0.63+post, stock flow scripts
make -C /OpenROAD-flow-scripts/flow DESIGN_CONFIG=/design/flow/config.mk WORK_HOME=/design/flow/orfs finish
==> flow/config.mk <==
export PLATFORM = sky130hd
export DESIGN_NAME = output_buffer
export DESIGN_NICKNAME = output_buffer
export VERILOG_FILES = /design/flow/design.v
export SDC_FILE = /design/flow/constraint.sdc
export NUM_CORES = 4
export LEC_CHECK = 1
export CORE_UTILIZATION = 40
==> flow/constraint.sdc <==
current_design output_buffer

set clk_period 106.3
set clk_io_pct 0.2

create_clock -name clk0 -period $clk_period [get_ports {clk}]

set non_clock_inputs [all_inputs -no_clocks]
set_input_delay [expr $clk_period * $clk_io_pct] -clock clk0 $non_clock_inputs
set_output_delay [expr $clk_period * $clk_io_pct] -clock clk0 [all_outputs]
==> flow/design.v <==
`timescale 10ns / 1ns
module output_buffer #(parameter WIDTH =4,INPUT_WIDTH = 9, INPUT_HEIGHT = 9,KERNEL_SIZE = 3,WEIGHT_HEIGHT = 3,WEIGHT_WIDTH = 3,PADDING_SIZE=0,STRIDE=1, batch_size = ((((((INPUT_HEIGHT-KERNEL_SIZE+(2*PADDING_SIZE)+1)/STRIDE))*(((INPUT_WIDTH-KERNEL_SIZE+(2*PADDING_SIZE)+1)/STRIDE))*9)-1)/81))(
input wire clk,
input wire reset,                         
input wire output_buffer_enable,                            
input wire [(WIDTH*3)-1 :0] final_output_1,                 
input wire [(WIDTH*3)-1:0] final_output_2,
input wire [(WIDTH*3)-1:0] final_output_3,
input wire [(WIDTH*3)-1:0] final_output_4,
input wire [(WIDTH*3)-1:0] final_output_5,
input wire [(WIDTH*3)-1:0] final_output_6,
input wire [(WIDTH*3)-1:0] final_output_7,
input wire [(WIDTH*3)-1:0] final_output_8,
input wire [(WIDTH*3)-1:0] final_output_9,
output wire [31:0] output_buffer_data ,                    
output wire output_buffer_ready                            
);
reg [(WIDTH*3)-1:0] storage_unit [0:((((INPUT_HEIGHT-KERNEL_SIZE+(2*PADDING_SIZE)+1)/STRIDE))*(((INPUT_WIDTH-KERNEL_SIZE+(2*PADDING_SIZE)+1)/STRIDE))-1)]; 
reg [(INPUT_WIDTH*INPUT_HEIGHT)-1:0] j;                      
reg [18:0] k;                                                
reg [18:0] l;                                                
reg [18:0] output_counter;                                   
reg reg_output_buffer_ready;                                 
reg [31:0] reg_output_buffer_data;                           
always @(posedge clk) begin
    if(reset) begin                                          
            for ( j = 0; j < ((((INPUT_HEIGHT-KERNEL_SIZE+(2*PADDING_SIZE)+1)/STRIDE))*(((INPUT_WIDTH-KERNEL_SIZE+(2*PADDING_SIZE)+1)/STRIDE))); j = j + 1) begin
              storage_unit[j] = 0;
            end
    k <= 18'b0;
    l <= 18'b0;
    output_counter <= 18'b0;
    reg_output_buffer_ready <= 1'b0;
    reg_output_buffer_data <= 32'b0;
    end
    if(output_buffer_enable) begin                           
             if(output_counter == 18'b0) begin               
                        storage_unit[k]   <= final_output_1;
                        storage_unit[k+1] <= final_output_2;
                        storage_unit[k+2] <= final_output_3;
                        storage_unit[k+3] <= final_output_4;
                        storage_unit[k+4] <= final_output_5;
                        storage_unit[k+5] <= final_output_6;
                        storage_unit[k+6] <= final_output_7;
                        storage_unit[k+7] <= final_output_8;
                        storage_unit[k+8] <= final_output_9;
                        k <= k + 9;                           
             end
            output_counter<= output_counter +1;
            if(output_counter == 18'h78) begin                
                        output_counter <= 18'b0;              
            end
    end
    if(k > ((batch_size+1)*9)) begin   
             reg_output_buffer_ready <= 1'b1;  
             k <= 18'b0;
    end
    if(reg_output_buffer_ready == 1'b1) begin
             reg_output_buffer_data <= storage_unit[l];   
             l <= l+1;
            if(l > ((((INPUT_HEIGHT-KERNEL_SIZE+(2*PADDING_SIZE)+1)/STRIDE))*(((INPUT_WIDTH-KERNEL_SIZE+(2*PADDING_SIZE)+1)/STRIDE))))begin
                l<= 1'b0;                                
            end
    end
end
assign output_buffer_ready=reg_output_buffer_ready;
assign output_buffer_data = reg_output_buffer_data;
endmodule
==> flow_metrics.env <==
# yosys + openroad results
export IMPL_status="aborted with a tool error"
export IMPL_failed_stage="5_1_grt"
export IMPL_stop_error="[ERROR GRT-0116] Global routing finished with congestion. Check the congestion regions in the DRC Viewer."
export IMPL_cts_root_buffer="clkbuf_16"
export IMPL_topCellsByArea="dfxtp_1 (15%), clkbuf_1 (7.0%), nand2_1 (5.8%), a21oi_1 (5.1%), mux2i_1 (5.1%)"
export IMPL_io_pins=144
export IMPL_grt_pass1_wl_mm=1204
export IMPL_io_buffers=123
export IMPL_ys_flops=658
export IMPL_ctsHoldBuffers=0
export IMPL_synth_top_cell_by_area="dfxtp_1"
export IMPL_ys_types=112
export IMPL_netlist_instances=12250
export IMPL_rows=166
export IMPL_htreeDepth=3
export IMPL_die_width_microns=457.3
export IMPL_yosysTopAreaCellShare=0.1468
export IMPL_syn_avg_cell_area_sq_um=6.771
export IMPL_synthesis_area_sq_um=82920
export IMPL_first_global_vias=124500
export IMPL_synthSimpleGateAreaFrac=0.2426
export IMPL_hpwl_mm=583.4
export IMPL_die_y_microns=457.3
export IMPL_post_cts_setup_buffers=0
export IMPL_cts_sinks=658
export IMPL_cts_resized=0
export IMPL_fp_util=0.4041
export IMPL_cts_buffer_depth=3
export IMPL_logic_family="AND-OR/OR-AND gates"
export IMPL_grt_use_total=0.8615
export IMPL_cts_made_buffers=96
export IMPL_synthMuxAreaShare=0.07349
export IMPL_edf_count=50
export IMPL_grt_ovfl_total=10
export IMPL_ys_sh_aoi=0.4179
export IMPL_async_flop_share=0
export IMPL_yosysWarnings=2
export IMPL_ys_cells=12250
export IMPL_grt_max_degree=120
export IMPL_ys_sh_adder=0.003169
export IMPL_xor_share=0.005809
export IMPL_place_congestion=1.458
export IMPL_yosys_area_sq_um=82920
export IMPL_synth_seq_share=0.1649
export IMPL_flop_cell="dfxtp_1"
-- Yosys cell counts (all sizes together) (20+ instances only) --
master   number
nor3        256
a21o        104
buf         274
a22oi       318
o31ai        70
inv          80
o311a        25
o211ai      508
o311ai       28
o22a         58
a2bb2oi      99
and2         38
a211o       271
mux2        166
and3         78
o32a         43
nand3b       23
nand2      1283
a31oi       321
or3          72
nor2b       357
xnor2        29
clkbuf     1557
a311oi       40
a221oi      238
ha           21
nand4       114
edfxtp       50
nor3b        22
o22ai        49
o221ai      171
a211oi      343
a22o        136
mux2i       422
xor2         20
nor2       1018
a2111oi      52
dfxtp       608
nor4        307
a21oi       852
o2111ai      40
o21ai       556
a221o       252
nand3       546
nand2b       60
-- layer usage --
| metal | overflow | track usage |
|---|---|---|
| met5 | 0 | 0.6932 |
| met4 | 2 | 0.7994 |
| met3 | 0 | 0.8166 |
| met2 | 7 | 0.9188 |
| met1 | 1 | 0.8802 |
-- per-stage QoR --
step           setup WS [ns]  instances  area (sq um)  hold WS (ns)
3_5_place_dp           80.51      14240         88160        0.4436
4_1_cts                81.34      14410         91500        0.4516
3_3_place_gp           80.56      14240         88160        0.4406
2_1_floorplan          82.88      12290         83080        0.4427
-- logic make-up after synthesis --
kind of cell,after synthesis
buffers and inverters,1917
multiplexers,588
adder cells (fa/ha/maj),21
flip-flops,658
AND-OR/OR-AND,4783
other,1
AND/OR/NAND/NOR,4230
XOR/XNOR,49
