==> flow/config.mk <==
export PLATFORM = sky130hd
export DESIGN_NAME = index_buffer
export DESIGN_NICKNAME = index_buffer
export VERILOG_FILES = /design/flow/design.v
export SDC_FILE = /design/flow/constraint.sdc
export NUM_CORES = 4
export LEC_CHECK = 1
export CORE_UTILIZATION = 40
==> flow/constraint.sdc <==
current_design index_buffer

set clk_period 7.8
set clk_io_pct 0.2

create_clock -name clk0 -period $clk_period [get_ports {clk}]

set non_clock_inputs [all_inputs -no_clocks]
set_input_delay [expr $clk_period * $clk_io_pct] -clock clk0 $non_clock_inputs
set_output_delay [expr $clk_period * $clk_io_pct] -clock clk0 [all_outputs]
==> flow/design.v <==
`timescale 10ns / 1ns
module index_buffer 
(
input wire clk,
input wire reset,
input wire [31:0] data_in,                       
input wire write_enable,
output wire index_buffer_ready,                  
output wire [6:0] index_1,                      
output wire [6:0] index_2,
output wire [6:0] index_3,
output wire [6:0] index_4,
output wire [6:0] index_5,
output wire [6:0] index_6,
output wire [6:0] index_7,
output wire [6:0] index_8,
output wire [6:0] index_9,
output wire [6:0] index_10,
output wire [6:0] index_11,
output wire [6:0] index_12,
output wire [6:0] index_13,
output wire [6:0] index_14,
output wire [6:0] index_15,
output wire [6:0] index_16,
output wire [6:0] index_17,
output wire [6:0] index_18,
output wire [6:0] index_19,
output wire [6:0] index_20,
output wire [6:0] index_21,
output wire [6:0] index_22,
output wire [6:0] index_23,
output wire [6:0] index_24,
output wire [6:0] index_25,
output wire [6:0] index_26,
output wire [6:0] index_27,
output wire [6:0] index_28,
output wire [6:0] index_29,
output wire [6:0] index_30,
output wire [6:0] index_31,
output wire [6:0] index_32,
output wire [6:0] index_33,
output wire [6:0] index_34,
output wire [6:0] index_35,
output wire [6:0] index_36,
output wire [6:0] index_37,
output wire [6:0] index_38,
output wire [6:0] index_39,
output wire [6:0] index_40,
output wire [6:0] index_41,
output wire [6:0] index_42,
output wire [6:0] index_43,
output wire [6:0] index_44,
output wire [6:0] index_45,
output wire [6:0] index_46,
output wire [6:0] index_47,
output wire [6:0] index_48,
output wire [6:0] index_49,
output wire [6:0] index_50,
output wire [6:0] index_51,
output wire [6:0] index_52,
output wire [6:0] index_53,
output wire [6:0] index_54,
output wire [6:0] index_55,
output wire [6:0] index_56,
output wire [6:0] index_57,
output wire [6:0] index_58,
output wire [6:0] index_59,
output wire [6:0] index_60,
output wire [6:0] index_61,
output wire [6:0] index_62,
output wire [6:0] index_63,
output wire [6:0] index_64,
output wire [6:0] index_65,
output wire [6:0] index_66,
output wire [6:0] index_67,
output wire [6:0] index_68,
output wire [6:0] index_69,
output wire [6:0] index_70,
output wire [6:0] index_71,
output wire [6:0] index_72,
output wire [6:0] index_73,
output wire [6:0] index_74,
output wire [6:0] index_75,
output wire [6:0] index_76,
output wire [6:0] index_77,
output wire [6:0] index_78,
output wire [6:0] index_79,
output wire [6:0] index_80,
output wire [6:0] index_81
);
reg [6:0] index_counter;                
reg [11:0] i;
reg [6:0] stored_data [0:80];         
reg reg_index_buffer_ready;
initial
begin 
    reg_index_buffer_ready <=0;
end
always @(posedge clk) begin   
    if (reset) begin                 
          index_counter <= 0;
          reg_index_buffer_ready <=0;
      for ( i = 0; i <= 80; i = i + 1) begin
          stored_data[i] <= 0;
      end
    end else begin
          if (write_enable) begin    
                    if (index_counter < 81) begin
                                stored_data[index_counter] <= data_in [6:0];       
                                index_counter <=  index_counter + 1;               
                    end 
                    if (index_counter == 81) begin                                
                                reg_index_buffer_ready <= 1;
                    end
          end
    end
end
assign index_1  = stored_data[0];
assign index_2  = stored_data[1];
assign index_3  = stored_data[2];
assign index_4  = stored_data[3];
assign index_5  = stored_data[4];
assign index_6  = stored_data[5];
assign index_7  = stored_data[6];
assign index_8  = stored_data[7];
assign index_9  = stored_data[8];
assign index_10 = stored_data[9];
assign index_11 = stored_data[10];
assign index_12 = stored_data[11];
assign index_13 = stored_data[12];
assign index_14 = stored_data[13];
assign index_15 = stored_data[14];
assign index_16 = stored_data[15];
assign index_17 = stored_data[16];
assign index_18 = stored_data[17];
assign index_19 = stored_data[18];
assign index_20 = stored_data[19];
assign index_21 = stored_data[20];
assign index_22 = stored_data[21];
assign index_23 = stored_data[22];
assign index_24 = stored_data[23];
assign index_25 = stored_data[24];
assign index_26 = stored_data[25];
assign index_27 = stored_data[26];
assign index_28 = stored_data[27];
assign index_29 = stored_data[28];
assign index_30 = stored_data[29];
assign index_31 = stored_data[30];
assign index_32 = stored_data[31];
assign index_33 = stored_data[32];
assign index_34 = stored_data[33];
assign index_35 = stored_data[34];
assign index_36 = stored_data[35];
assign index_37 = stored_data[36];
assign index_38 = stored_data[37];
assign index_39 = stored_data[38];
assign index_40 = stored_data[39];
assign index_41 = stored_data[40];
assign index_42 = stored_data[41];
assign index_43 = stored_data[42];
assign index_44 = stored_data[43];
assign index_45 = stored_data[44];
assign index_46 = stored_data[45];
assign index_47 = stored_data[46];
assign index_48 = stored_data[47];
assign index_49 = stored_data[48];
assign index_50 = stored_data[49];
assign index_51 = stored_data[50];
assign index_52 = stored_data[51];
assign index_53 = stored_data[52];
assign index_54 = stored_data[53];
assign index_55 = stored_data[54];
assign index_56 = stored_data[55];
assign index_57 = stored_data[56];
assign index_58 = stored_data[57];
assign index_59 = stored_data[58];
assign index_60 = stored_data[59];
assign index_61 = stored_data[60];
assign index_62 = stored_data[61];
assign index_63 = stored_data[62];
assign index_64 = stored_data[63];
assign index_65 = stored_data[64];
assign index_66 = stored_data[65];
assign index_67 = stored_data[66];
assign index_68 = stored_data[67];
assign index_69 = stored_data[68];
assign index_70 = stored_data[69];
assign index_71 = stored_data[70];
assign index_72 = stored_data[71];
assign index_73 = stored_data[72];
assign index_74 = stored_data[73];
assign index_75 = stored_data[74];
assign index_76 = stored_data[75];
assign index_77 = stored_data[76];
assign index_78 = stored_data[77];
assign index_79 = stored_data[78];
assign index_80 = stored_data[79];
assign index_81 = stored_data[80];
assign index_buffer_ready=reg_index_buffer_ready;
endmodule
==> flow/run.sh <==
#!/bin/bash
# OpenROAD 26Q1-2900-gdf79404cd8, Yosys 0.63+post, stock flow scripts
make -C /OpenROAD-flow-scripts/flow DESIGN_CONFIG=/design/flow/config.mk WORK_HOME=/design/flow/orfs finish
==> run summary <==
run metrics: H-tree Lvls=2, Tightest Pin Transition=just over 1000 ps, vias per inst=5.06, CP delay by family, top=AND-OR/OR-AND gates, chip area=between 0.05 and 0.06 mm^2, Late-Pin Clk Latency=slightly above 600 ps, Total Routing Usage GR=0.289, Worst Setup End Kind=flip-flop, drt first pass iters=5, final hold viol count=0, worst-path maximum fanout=18, f_max=~220 MHz, post-synthesis cell count=1516, Clock Path Buffers=3, status=finished, final reports clean, Critical Path RT=roughly 8000 ps, DRC Markers=0, Syn Area/Cell=~14 um^2, most frequent cells in the layout=clkdlybuf4s50_1 (576), nor2_1 (567), edfxtp_1 (567), RSZ-0062 raised after global routing=no, synth unique cells=~41, I/O pin count=approximately 600, number of global-route vias before repair=14265, Final WS setup=about 3300 ps, number of buffers inserted by port buffering=around 580, OpenROAD warnings=51, total CTS buffers=roughly 57, startpoint types=input port, R2R Path Start=index_counter[4], Max Cap Viol=0, clk_skew=approximately 20 ps, Seq/Total Area, Yosys=0.808, Commonest Layout Cell=clkdlybuf4s50_1, Data arrival, critical path=4750 ps, flip-flops with a built-in enable=~570, hold path startpoint=reg_index_buffer_ready, clock slew seen by the registers of the worst setup and hold paths=60 ps, proportion of layout cells with a drive suffix above 1=0.0706, commonest register cell after synthesis=edfxtp_1, Flops after synth=~580, Detail Placement HPWL=between 50 and 60 mm, minimum clock period after layout=~4500 ps, CP Cell Sequence=clkdlybuf4s50_1 > inv_1 > a211oi_2 > nand2_1 > o21ai_0, clk sinks=between 500 and 600, YS chip area=0.0213 mm^2, core footprint=~0.053 mm^2, GR Overflow Total=0, Critical Path Start=write_enable, Final setup violation count=0, Rows=84, drt total wl=around 70 mm, LEAKAGE=~0.01 uW, antenna violation net count after detailed routing=0, Avg WL per Cell=~25 um, initial antenna violation count=2, via count=14309, Hold Crit Class=flip-flop to flip-flop, first-pass GRT wire length=between 100 and 150 mm, Synth-to-Final Area Change=39.6%, Syn Std Cell Area=between 0.02 and 0.025 mm^2, Crit path buffers/inverters=2, die extent in x=233 um, cycle use final=0.579, Rel. slew slack=0.310, DIE HEIGHT=roughly 230 um, setup TNS=0 ps, final number of max-transition violations=0, YS warnings=1, ys async rst share=0, worst slack at placement=2750 ps, critical path class=input port to flip-flop, largest net degree at the start of global routing=38, CTS tree=built, ys cells=1516, fp util=0.405, CTS Root Cell=clkbuf_16, Worst VDD drop=approximately 180 uV, post-CTS setup buffers=0, Final Wtd Congestion=between 0.8 and 0.9, pwr/cell area=approximately 230 mW/mm^2, Crit-path slowest cell=o21ai_0, Worst path max stage delay=between 900 and 1000 ps, CTS Hold Bufs=0, DR iter-0 viols=1068, fillers=about 4200, Resized Gates After CTS=0
## cell usage after synthesis (5+ instances only)
master | count | area (um^2)
o21ai_0 | 66 | 330
or3_1 | 5 | 31.3
nand2_1 | 76 | 285
and3_1 | 11 | 68.8
and2_1 | 11 | 68.8
buf_4 | 6 | 45.0
inv_1 | 5 | 18.8
dfxtp_1 | 8 | 160
nor3_1 | 6 | 30.0
clkbuf_1 | 57 | 214
nor2_1 | 567 | 2130
nand2_2 | 9 | 56.3
edfxtp_1 | 567 | 17000
a21o_1 | 19 | 143
nand3_1 | 18 | 90.1
buf_2 | 40 | 200
a21oi_1 | 8 | 40.0
## metrics by stage
stage	power, uW	cell area, um^2	instances	utilization	hold WS, ps
final	6740	29700	2829	0.565	485
after global placement	4030	27800	2721	0.528	477
after global routing	6940	29700	2828	0.565	535
after CTS	6800	29700	2827	0.565	488
after detailed placement	4030	27800	2721	0.528	468
after floorplan	3670	21300	1516	-	416
## path summary, 6_finish.rpt
| check | endpoint | slack, ps | depth (start not counted) |
|---|---|---|---|
| worst max-delay path | stored_data[31][4] | 3290 | 5 |
| worst max register to register | stored_data[31][4] | 4160 | 4 |
| worst min-delay path | reg_index_buffer_ready | 490 | 2 |
| worst min register to register | reg_index_buffer_ready | 490 | 2 |
## registers in the layout, indices dropped and copies added (netlist names)
name and count:
reg_index_buffer_ready 1, stored_data 567, index_counter 7
## worst min-delay path, stage by stage (launching register included)
cell and delay (ps):
dfxtp_1 340, a41oi_1 50, nor2_1 70
## logic make-up (layout without fill, tap and decap cells)
| group | Yosys count | after routing | synth area share |
|---|---|---|---|
| XOR/XNOR | 1 | 1 | 0.000412 |
| buffers and inverters | 113 | 736 | 0.0242 |
| flip-flops | 575 | 575 | 0.808 |
| AND-OR/OR-AND | 101 | 101 | 0.0279 |
| AND/OR/NAND/NOR | 724 | 724 | 0.138 |
| adder cells (fa/ha/maj) | 2 | 2 | 0.00118 |
| other | 0 | 2 | 0 |
## where the power goes
part / switching, uW / internal, uW
clock network: 1150 / 1630
logic: 193 / 217
registers: 42.9 / 3500
## per-layer routing
layer / track usage / vias to the layer above / part of all wire / routed length (um)
li1: - / 6418 / - / -
met1: 0.399 / 6991 / 0.35 / 25200
met2: 0.430 / 787 / 0.48 / 34400
met3: 0.160 / 111 / 0.14 / 9860
met4: 0.0645 / 2 / 0.029 / 2070
met5: 0.00735 / - / 0.00081 / 58
## final cells by class
type / instances / area (um^2) / share of cell area
multi-input combinational: 828 / 3560 / 0.120
clock inverter: 42 / 452 / 0.0152
antenna: 2 / 5.00 / 0.000169
inverter: 5 / 18.8 / 0.000633
tap: 688 / 861 / 0.0290
sequential: 575 / 17200 / 0.579
clock buffer: 64 / 1450 / 0.0490
timing repair buffer: 625 / 6130 / 0.207
Power and IR drop assume default switching activity.
