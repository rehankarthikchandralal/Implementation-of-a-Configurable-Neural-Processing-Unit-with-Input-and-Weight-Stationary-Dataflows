==> ./design.v <==
`timescale 10ns / 1ns
module control_unit #(parameter  IDLE = 1'b0,PROCESSING = 1'b1)(
input wire clk,                           
input wire reset,                         
input wire input_buffer_ready,     
input wire weight_buffer_ready,
input wire index_buffer_ready,
input wire [31:0] control_signal,
output wire pe_array_enable ,
output wire data_preprocessing_unit_enable,
output wire output_buffer_enable
);
reg reg_pe_array_enable;
reg reg_data_preprocessing_unit_enable;
reg reg_output_buffer_enable;
reg [15:0] counter=18'h0;             
reg [15:0] counter_2=16'h0;           
reg [1:0] fsm_state, next_state;      
initial begin
 fsm_state <= IDLE;
 next_state <= IDLE;
 end
always @(posedge clk) begin            
    if (reset) begin                   
        reg_pe_array_enable <= 1'b0;
        reg_data_preprocessing_unit_enable <= 1'b0;
        reg_output_buffer_enable <= 1'b0;
        counter <= 18'h0;
        counter_2 <= 16'h0;
        next_state <= IDLE;
    end else begin
            case (fsm_state)
              IDLE: begin    
                            if (counter < 18'h186a0) begin       
                                if ((control_signal==32'd0) || (control_signal==32'd1) || (control_signal==32'd2) ||(control_signal==32'd3 ) ) begin  
                                    if (input_buffer_ready && weight_buffer_ready && index_buffer_ready) begin    
                                      next_state <= PROCESSING;
                                       reg_pe_array_enable <= 1'b1;                                               
                                       reg_data_preprocessing_unit_enable <= 1'b1;                                
                                    end
                                end 
                            end else begin             
                                next_state <= IDLE;
                                reg_pe_array_enable <= 1'b0;                       
                                reg_data_preprocessing_unit_enable <= 1'b0;
                                reg_output_buffer_enable <= 1'b0;
                            end 
                    end
       PROCESSING: begin  
                           counter <= counter + 1; 
                           if (counter == 18'h186a0) begin    
                                next_state <= IDLE;
                           end                  
                   end
            endcase
    end
    if(reg_pe_array_enable == 1'b1) begin
       counter_2 <= counter_2 +1;
       if(counter_2 > 16'h11) begin    
            reg_output_buffer_enable <= 1'b1;
       end
    end
end
always @(posedge clk) begin         
  if (reset) begin
    fsm_state <= IDLE;
  end else begin
    fsm_state <= next_state;    
  end
end
assign pe_array_enable =  reg_pe_array_enable;
assign data_preprocessing_unit_enable= reg_data_preprocessing_unit_enable;
assign output_buffer_enable = reg_output_buffer_enable;
endmodule
==> ./run.sh <==
#!/bin/bash
# OpenROAD 26Q1-2900-gdf79404cd8, Yosys 0.63+post, stock flow scripts
make -C /OpenROAD-flow-scripts/flow DESIGN_CONFIG=/design/flow/config.mk WORK_HOME=/design/flow/orfs finish
==> ./config.mk <==
export PLATFORM = sky130hd
export DESIGN_NAME = control_unit
export DESIGN_NICKNAME = control_unit
export VERILOG_FILES = /design/flow/design.v
export SDC_FILE = /design/flow/constraint.sdc
export NUM_CORES = 4
export LEC_CHECK = 1
export CORE_AREA = 10 10 95 95
export DIE_AREA = 0 0 105 105
==> ./constraint.sdc <==
current_design control_unit

set clk_period 4.0
set clk_io_pct 0.2

create_clock -name clk0 -period $clk_period [get_ports {clk}]

set non_clock_inputs [all_inputs -no_clocks]
set_input_delay [expr $clk_period * $clk_io_pct] -clock clk0 $non_clock_inputs
set_output_delay [expr $clk_period * $clk_io_pct] -clock clk0 [all_outputs]
==> impl_metrics.yaml <==
# physical design summary
die:
  rows: 30
  die_w_um: 105
  fp-utilization: 0.170
  core-area_um2: 6910
  io_pins: 40
  die_height_um: 105
  chipArea_um2: 11000
synth:
  netlist_area_um2: 1170
  ys_seq_elements: 20
  synthArstFlopShare: 0
  synth_warnings: 1
  yosysUniqueCellTypes: 30
  top_area_cell: "edfxtp_1"
  common_cells: "16 x edfxtp_1, 12 x and2_1, 9 x nor4_1"
  syn_inst: 108
  ys_cells: 108
  top_cell_area_share: 0.410
  ys_seq_share: 0.479
  ff_type: "edfxtp_1"
  top_cells_by_area: "edfxtp_1 41%, dfxtp_1 6.8%, and2_1 6.4%"
  most_common_cell: "edfxtp_1"
  ys_area_um2: 1170
  edf_count: 16
  synth_area_per_cell_um2: 10.8
drt:
  drc: 0
  routedWlPerCell_um: 11.2
  drt_iter0_drc: 45
  postRouteAntennaNets: 0
  via_per_inst: 3.95
  first_pass_iters: 4
  n_antenna_cell: 0
  via_count: 957
  totalWireLength_um: 2720
place:
  post_dp_cell_area_um2: 1650
  place_congestion: 0.752
  dp_hpwl_um: 2050
  portBuffers: 37
worst_setup_path:
  worstPathCellList: "clkdlybuf4s50_1"
  critPathKind: "reg -> out"
  cp_slowest_cell: "dfxtp_1"
  critPathMaxFanout: 21
  cp.arrival_ns: 1.58
  critPathMaxStageDelay_ns: 0.73
  path_buffers: 1
  start_kind: "flop"
  worst_ep_required_time_ns: 3.20
  cp_top_family: "flip-flops"
  worst_setup_path_end_kind: "output port"
sta:
  slew_headroom: 0.581
  fin_crit_ns: 2.38
  timing.fmax_mhz: 421
  fin_setup_tns_ns: 0
  skew_ns: 0.00992
  hold_viol: 0
  fin_crit_sh: 0.594
  slew_viol_final: 0
  whs_ns: 0.464
  setup_viol: 0
  tightest_slew_ns: 0.627
  rsz0062_at_grt: "false"
global_route:
  grt_max_degree: 22
  grt_pass1_wl_um: 4680
  grt_pass1_vias: 1040
  overflow: 0
  gr-usage-all-layers: 0.0503
  antenna_found_initial: 0
clocking:
  path_clk_slew_ns: 0.08
  post_cts_buffers: 0
  cts-root-buf: "clkbuf_8"
  cts-resized-gates: 0
  hold_buffers: 0
  clock_path_buffers: 2
  cts.sinks: 20
  htree_levels: 1
  clk_latency_ns: 0.26
  numCtsBuffers: 3
  cts_tree: "yes"
final_layout:
  regArea_um2: 561
  final_area_um2: 1720
  layout-area-overhead-vs-synth_pct: 46.6
  num-fill-cells: 768
  logic_area_um2: 576
  drive_gt1_frac: 0.0890
pwr:
  vdd_drop_max_mv: 0.133
  cellPowerDensity_nw_per_um2: 283
  p_leak_nw: 0.590
  power_w: 0.000487
job:
  warnings: 29
  max_cap_viol_count: 0
min_path:
  hold_class: "reg -> reg"
outcome:
  status: "completed"
[worst paths after layout]
check / start / end / slack (ns) / depth (start not counted)
worst max-delay path: reg_data_preprocessing_unit_enable / data_preprocessing_unit_enable / 1.62 / 1
worst min-delay path: next_state[0] / fsm_state[0] / 0.46 / 1
worst max register to register: counter_2[0] / counter_2[14] / 2.29 / 5
worst min register to register: next_state[0] / fsm_state[0] / 0.46 / 1
[area by class of cell]
type,count,share of cell area
multi-input combinational,80,0.335
sequential,20,0.327
timing repair buffer,37,0.216
tap,96,0.0700
clock buffer,3,0.0241
clock inverter,1,0.0175
inverter,5,0.0109
[cells in the final DEF (no fill, tap or decap), types with 2 or more instances in the layout]
cell type / synthesis / routed
ha_1: 3 / 3
o21ai_0: 3 / 3
nand3_1: 5 / 5
and2_1: 12 / 12
clkbuf_8: 0 / 3
edfxtp_1: 16 / 16
xor2_1: 8 / 8
nand2_1: 5 / 5
xnor2_1: 3 / 3
or3_1: 3 / 3
clkdlybuf4s50_1: 0 / 37
inv_1: 5 / 5
nor3_1: 7 / 7
dfxtp_1: 4 / 4
nor2b_1: 2 / 2
or2_2: 2 / 2
nand4_1: 3 / 3
a21boi_0: 2 / 2
nor4_2: 4 / 4
nor4_1: 9 / 9
[report_power, final]
| part | switching (W) | internal, W |
|---|---|---|
| clock | 0.0000677 | 0.000134 |
| sequential | 0.00000842 | 0.000229 |
| combinational | 0.0000129 | 0.0000345 |
| total | 0.0000890 | 0.000398 |
[registers in the layout (all words and copies together), names as in the netlist]
name and count:
fsm_state 1, reg_data_preprocessing_unit_enable 1, counter_2 16, reg_output_buffer_enable 1, next_state 1
[layer usage]
metal  global-route usage  wire, um  vias up
met5                    0         0        -
met4              0.00392        15        0
met3               0.0342       382        2
met2               0.0778      1070       37
met1               0.0590      1250      438
li1                     -         -      480
[per-stage QoR]
stage	setup WS, ns	instances	util
floorplan	2.45	108	-
global placement	1.79	238	0.238
detailed placement	1.76	238	0.238
CTS	1.59	242	0.249
global route	1.51	242	0.249
finish	1.62	242	0.249
[logic make-up (layout without fill, tap and decap cells)]
group / Yosys count / after routing / share of synthesized area
XOR/XNOR: 11 / 11 / 0.0823
AND-OR/OR-AND: 9 / 9 / 0.0524
buffers and inverters: 8 / 46 / 0.0299
adder cells (fa/ha/maj): 3 / 3 / 0.0321
flip-flops: 20 / 20 / 0.479
AND/OR/NAND/NOR: 57 / 57 / 0.325
Power figures rest on the tool's default switching activity, not on a simulated workload.
