[flow/config.mk]
export PLATFORM = sky130hd
export DESIGN_NAME = input_buffer
export DESIGN_NICKNAME = input_buffer
export VERILOG_FILES = /design/flow/design.v
export SDC_FILE = /design/flow/constraint.sdc
export NUM_CORES = 4
export LEC_CHECK = 1
export CORE_UTILIZATION = 50
[flow/constraint.sdc]
current_design input_buffer

set clk_period 27.1
set clk_io_pct 0.2

create_clock -name clk0 -period $clk_period [get_ports {clk}]

set non_clock_inputs [all_inputs -no_clocks]
set_input_delay [expr $clk_period * $clk_io_pct] -clock clk0 $non_clock_inputs
set_output_delay [expr $clk_period * $clk_io_pct] -clock clk0 [all_outputs]
[flow/run.sh]
#!/bin/bash
# OpenROAD 26Q1-2900-gdf79404cd8, Yosys 0.63+post, stock flow scripts
make -C /OpenROAD-flow-scripts/flow DESIGN_CONFIG=/design/flow/config.mk WORK_HOME=/design/flow/orfs finish
[flow/design.v]
`timescale 10ns / 1ns
module input_buffer #(parameter WIDTH = 4, INPUT_WIDTH = 9, INPUT_HEIGHT = 9)
 (
input wire clk,
input wire reset,
input wire [31:0] data_in,        
input wire write_enable,         
output wire input_buffer_ready,   
output wire [(WIDTH*INPUT_WIDTH*INPUT_HEIGHT)-1:0] input_feature_maps      
);
reg [31:0] buffer [0: (INPUT_WIDTH*INPUT_HEIGHT)];                         
reg [(INPUT_WIDTH*INPUT_HEIGHT)-1:0] write_address;                        
reg [(WIDTH-1):0] shift_data;                                              
reg [((WIDTH*INPUT_WIDTH*INPUT_HEIGHT)+WIDTH)-1:0] shift_register;          
reg [((WIDTH*INPUT_WIDTH*INPUT_HEIGHT))-1:0] feature_map_register;          
reg [(WIDTH*INPUT_WIDTH*INPUT_HEIGHT)-1:0] counter;                         
reg reg_input_buffer_ready;
reg [18:0] i;
initial
begin 
reg_input_buffer_ready <=0;
end
always @(posedge clk) begin                                                   
        if (reset) begin
            write_address <= 0;
            shift_data <=0;
            shift_register <=0;
            counter <=0;
            reg_input_buffer_ready <=0;
            for ( i = 0; i < (INPUT_WIDTH*INPUT_HEIGHT); i = i + 1) begin
                    buffer[i] <= 32'b0;
            end
        end else begin
            if (write_enable) begin                                           
                        if (counter < ((INPUT_WIDTH*INPUT_HEIGHT))) begin
                                buffer[write_address] <= data_in; 
                                write_address <= write_address + 1;           
                                shift_data <= data_in[(WIDTH-1):0];   
                                shift_register <= {shift_data, shift_register[((WIDTH*INPUT_WIDTH*INPUT_HEIGHT)+WIDTH)-(WIDTH+1):WIDTH]};     
                                counter <= counter + 1;
                        end  else begin           
                                reg_input_buffer_ready <=1; 
                                feature_map_register <= shift_register[(WIDTH*INPUT_WIDTH*INPUT_HEIGHT)-1:0];      
                        end
             end
        end
end
assign input_feature_maps = feature_map_register;
assign input_buffer_ready = reg_input_buffer_ready;
endmodule
==> qor.csv <==
stage,metric,value,unit
clocking,clkLatencyLatePin,0.63,ns
drt,post_drt_wl_per_cell,17.9,µm
global_routing,grt_pass1_vias,19100,
critical_path,critical_path_class,in2reg,
critical_path,worstPathCellList,clkdlybuf4s50_1 -> inv_1 -> nor3_4 -> buf_4 -> buf_4 -> buf_4,
placed_design,place_area,35400,µm²
critical_path,crit_path_start_kind,primary input,
clocking,htree_num_levels,3,
final_timing,worst_slew_pin_slew,0.933,ns
synthesis,synth-edff-count,324,
drt,drc_errors,0,
clocking,cts_buffer_depth,3,
synthesis,ys_chip_area,31600,µm²
placed_design,routabilityCongestion,0.857,
drt,n_antenna_cell,0,
critical_path,reg2reg_to,shift_register[247],
floorplan,rows,91,
critical_path,critPathTopFamily,buffers and inverters,
global_routing,grt_pass1_wl,107,mm
clocking,cts-buffers-inserted,95,
critical_path,worst_ep_arrival_time,8.49,ns
layout,syn_to_final_growth,21.7,%
critical_path,crit_top_cell,buf_4,
drt,wl_met1,31.4,mm
critical_path,worstSetupEndpointType,flop,
final_timing,rsz0062_at_grt,false,
drt,wl,68.1,mm
synthesis,synth.largest_area_cell,dfxtp_1,
layout,fin_util,62.0,%
placed_design,port_buffers,331,
critical_path,cp.buffers_inverters,5,
hold_path,hp-start,shift_register[1],
global_routing,overflow,0,
final_timing,fin_crit,8.23,ns
final_timing,hold_viol,0,
critical_path,worst_path_max_delay_cell,buf_4,
drt,drtIter0Drc,1552,
global_routing,antenna_found_initial,0,
layout,finalInstanceArea,38400,µm²
synthesis,ys_seq_share,72.2,%
drt,top_layer,met4,
run,drv_cap,0,
clocking,post_cts_resize_count,0,
hold_path,hold_end,feature_map_register[1],
global_routing,grt_max_degree,152,
synthesis,most_common_cell,dfxtp_1,
critical_path,timing.rr.start,counter[28],
synthesis,top_cells_by_count,"653 x dfxtp_1, 333 x a21oi_1, 331 x nand3_1",
synthesis,synth_cells,2652,
critical_path,r2r_setup_slack,22.91,ns
synthesis,yosys_warnings,1,
final_timing,finalSetupViolations,0,
hold_path,hp-class,reg2reg,
floorplan,die_h,253,µm
floorplan,ios,360,
synthesis,area_leaders,"dfxtp_1 41%, edfxtp_1 31%, nor2b_1 6.3%, a21oi_1 5.3%, nand3_1 5.2%",
clocking,clk_pin_slew_worst_paths,0.06,ns
synthesis,top_area_share,41.4,%
final_timing,slew_headroom,37.8,%
critical_path,critPathMaxStageDelay,0.72,ns
clocking,cts_tree,done,
final_timing,finalCritPeriodShare,30.4,%
clocking,cts_sinks,977,
layout,stdcell_count,3798,
drt,ant_nets,0,
final_timing,clock_skew,0.0178,ns
drt,dr.pass1.iters,5,
pwr,power.density,73.8,nW/µm²
critical_path,required,27.35,ns
synthesis,ff_type,dfxtp_1,
synthesis,async_reset_ff_share,0,%
synthesis,numSynthFlops,977,
floorplan,die_area,64200,µm²
hold_path,hold_depth,0,
global_routing,grt_use_total,22.4,%
synthesis,ys_cells,2652,
placed_design,dpl.hpwl,39.0,mm
layout,drive_above_1_share,5.98,%
drt,viasPerCell,5.35,
floorplan,die_w,253,µm
pwr,p_total,2.84,mW
pwr,p_leak,13.2,nW
final_timing,clock.fmax,0.121,GHz
synthesis,synth_cell_types,27,
synthesis,syn-mean-instance-area,11.9,µm²
critical_path,ff2ff_path_depth,8,
critical_path,crit_path_max_fanout,58,
drt,wl_met3,5.13,mm
drt,vias,20300,
run_status,status,completed,
clocking,cts_root_buf,clkbuf_16,
final_timing,fin_setup_tns,0,ns
clocking,postCtsSetupRepairBufs,0,
floorplan,fp_util,50.9,%
pwr,ir_drop,54.7,µV
floorplan,core_region_area,62100,µm²
synthesis,synthesis.area,31600,µm²
drt,dr_wl_met2,30.0,mm
placed_design,dp.cells,3627,
final_timing,maxSlewViolCount,0,
clocking,hold_buffers,0,
run,tool_warnings,64,
-- registers in the layout (all words and copies together), names as in the netlist --
signal	flops
shift_register	324
counter	324
feature_map_register	324
shift_data	4
reg_input_buffer_ready	1
-- area by class of cell --
type / count / area [µm²]
clock inverters: 30 / 325
flip-flops and latches: 977 / 22800
inverters: 4 / 15.0
well taps: 837 / 1050
repair buffers: 358 / 3570
fillers: 4628 / 23600
clock buffers: 141 / 2760
multi-input cells: 1451 / 7920
-- cells in the final DEF, fill, tap and decap left out, types with 5 or more instances in the layout --
master | Yosys | layout
nand4_1 | 20 | 20
nor4_1 | 78 | 78
nor2b_1 | 318 | 318
clkdlybuf4s50_1 | 0 | 330
buf_4 | 0 | 23
a21oi_1 | 333 | 333
clkinv_2 | 0 | 14
nand2_1 | 8 | 8
edfxtp_1 | 324 | 324
bufinv_16 | 0 | 7
clkbuf_16 | 0 | 97
clkbuf_1 | 106 | 27
nand3_1 | 331 | 330
dfxtp_1 | 653 | 653
clkinv_1 | 0 | 6
o21ai_1 | 329 | 329
nor4_2 | 6 | 6
or4_1 | 5 | 5
clkbuf_8 | 0 | 17
-- routing by layer --
layer  GRT usage [%]  vias up
met1            39.3     9687
met2            30.4      527
met3            6.20      116
li1                -     9981
met4            4.74        0
met5               0        -
-- metrics by stage --
stage               worst slack [ns]  hold slack [ns]
global route                   18.70            0.444
detailed placement             18.17            0.414
global placement               18.22            0.411
floorplan                       7.91            0.405
finish                         18.87            0.434
CTS                            18.84            0.438
-- cell families after synthesis --
kind of cell / after synthesis / share of synthesized area, %
adder cells (fa/ha/maj): 2 / 0.0792
buffers and inverters: 224 / 2.88
flip-flops: 977 / 72.2
AND-OR/OR-AND: 668 / 10.6
multiplexers: 2 / 0.0673
AND/OR/NAND/NOR: 779 / 14.2
-- worst max path at each step --
stage | depth (start not counted) | to | startpoint
global route | 6 | feature_map_register[231] | write_enable
finish | 6 | feature_map_register[201] | write_enable
CTS | 6 | feature_map_register[253] | write_enable
-- where the power goes --
group	internal (mW)	leakage, nW	switching [mW]
Sequential	1.50	8.54	0.000622
Clock	0.768	1.51	0.527
Combinational	0.00378	3.13	0.0338
Power figures rest on the tool's default switching activity, not on a simulated workload.
