### run.sh
#!/bin/bash
# OpenROAD 26Q1-2900-gdf79404cd8, Yosys 0.63+post, stock flow scripts
make -C /OpenROAD-flow-scripts/flow DESIGN_CONFIG=/design/flow/config.mk WORK_HOME=/design/flow/orfs finish
### config.mk
export PLATFORM = sky130hd
export DESIGN_NAME = axi_interface
export DESIGN_NICKNAME = axi_interface
export VERILOG_FILES = /design/flow/design.v
export SDC_FILE = /design/flow/constraint.sdc
export NUM_CORES = 4
export LEC_CHECK = 1
export CORE_AREA = 10 10 110 110
export DIE_AREA = 0 0 120 120
### constraint.sdc
current_design axi_interface

set clk_period 1.9
set clk_io_pct 0.2

create_clock -name clk0 -period $clk_period [get_ports {clk}]

set non_clock_inputs [all_inputs -no_clocks]
set_input_delay [expr $clk_period * $clk_io_pct] -clock clk0 $non_clock_inputs
set_output_delay [expr $clk_period * $clk_io_pct] -clock clk0 [all_outputs]
### design.v
`timescale 10ns / 1ns
module axi_interface 
(
input wire clk,
input wire reset,
input wire [31:0] axi_input_data,                 
input wire [31:0] axi_input_handshake,                      
input wire input_buffer_ready,                    
input wire weight_buffer_ready,                   
input wire index_buffer_ready,                    
input wire [31:0] output_buffer_data,             
input wire output_buffer_ready,                   
output wire [31:0] axi_output_data,               
output wire [31:0] axi_output_handshake,                        
output wire [31:0] input_buffer_data,             
output wire input_buffer_write_enable,            
output wire [31:0] weight_buffer_data,            
output wire weight_buffer_write_enable,           
output wire [31:0] index_buffer_data,             
output wire index_buffer_write_enable             
);
reg [1:0] buffer_select;                         
reg [31:0] handshake_reg;
always @(posedge clk) begin
    if (reset) begin
         buffer_select <= 2'b11;   
    end else begin
         handshake_reg <= axi_input_handshake;
              if (handshake_reg == 32'd1) begin
              case ({input_buffer_ready, weight_buffer_ready, index_buffer_ready})
                                3'b000: buffer_select <= 2'b00;   
                                3'b100: buffer_select <= 2'b01;   
                                3'b110: buffer_select <= 2'b10;    
                                default: buffer_select <= 2'b11;   
              endcase
    end
    end
end
assign input_buffer_data = (buffer_select == 2'b00) ? axi_input_data : 32'hZ;
assign weight_buffer_data = (buffer_select == 2'b01) ? axi_input_data : 32'hZ;
assign index_buffer_data = (buffer_select == 2'b10) ? axi_input_data : 32'hZ;
assign input_buffer_write_enable = (buffer_select == 2'b00) ? 1'b1 : 1'b0;
assign weight_buffer_write_enable = (buffer_select == 2'b01) ? 1'b1 : 1'b0;
assign index_buffer_write_enable = (buffer_select == 2'b10) ? 1'b1 : 1'b0;
assign  axi_output_data = output_buffer_data;
assign axi_output_handshake = (output_buffer_ready) ? 32'd1 : 32'd0;
endmodule
==> flow_metrics.tcl <==
# implementation run metrics
set metrics [dict create \
    path_delay_family "buffers and inverters" \
    r2r_cells 4 \
    report.power.total_mw 1.514 \
    fin_crit_ns 1.489 \
    grt_overflow 0 \
    drt_first_pass_iters 4 \
    dieArea_um2 14400 \
    yosys-stat-area_um2 2424 \
    avgViaCountPerCell 3.412 \
    synth_top_area_share_pct 49.56 \
    hold_path_end "buffer_select[2]" \
    whs_path_depth 2 \
    grtUsageTotal_pct 6.688 \
    required_ns 1.52 \
    io_buffer_count 39 \
    leakagePower_nw 0.6702 \
    root_buffer "clkbuf_8" \
    crit_chain "clkdlybuf4s50_1" \
    cts.repair.resized 0 \
    gp_routability_congestion 0.7595 \
    dieWidth_um 120 \
    synth.distinct_cells 14 \
    htree_levels 2 \
    ant_nets 0 \
    rsz0062_at_grt "false" \
    cp_slowest_cell "clkdlybuf4s50_1" \
    hpwl_um 4594 \
    placementRows 36 \
    crit_path_start_kind "flop" \
    cts_made_buffers 5 \
    syn_to_final_growth_pct -18.02 \
    fin_tns_setup_ns 0 \
    synth.largest_area_cell "buf_4" \
    post_cts_buffers 0 \
    fmax_mhz 671.8 \
    cap_viol_max_count 0 \
    status "finished clean" \
    drt-total-wl_um 5290 \
    drive_gt1_share_pct 10.79 \
    clk_latency_ns 0.28 \
    regToRegStartpoint "handshake_reg[27]" \
    final-setup-viol-count 0 \
    wire_per_inst_um 19.45 \
    ys_seq_share_pct 42.13 \
    tritoncts "done" \
    netlist_instances 220 \
    largest_reg_flops 32 \
    die-height_um 120 \
    hold_viol_final 0 \
    critPathBufInv 1 \
    critPathArrivalTime_ns 1.11 \
    ys_cells 220 \
    topCellsByArea "buf_4 (50%), edfxtp_1 (40%), nor4_2 (3.6%), dfxtp_1 (2.5%), nand4_1 (1.0%)" \
    grt_max_degree 17 \
    min_from "buffer_select[2]" \
    io_pins 265 \
    slowest_delay_ns 0.48 \
    cp_max_fo 2 \
    warnings 25 \
    cts.sinks 35 \
    antenna_found_initial 0 \
    syn_area_um2 2424 \
    report.final.slew_viol_count 0 \
    grt_pass1_vias 1079 \
    crit_type "reg2out" \
    power_density_nw_per_um2 761.8 \
    core_area_um2 9774 \
    holdBufCountCts 0 \
    timing.rr.end "buffer_select[1]" \
    grt_pass1_wl_um 7155 \
    clk_pin_slew_ns 0.06 \
    syn_area_per_cell_um2 11.02 \
    drc 0 \
    finalClockPeriodUsage_pct 78.35 \
    dr_total_vias 928 \
    yosysWarningCount 4 \
    cp-end-kind "output pin" \
    antenna_cells 0 \
    drt_iter0_markers 21 \
    ys.flops 35 \
    cts_buffer_depth 2 \
    fp_util_pct 24.80 \
    hold_path_class "reg2reg" \
    peakVddDrop_v 0.0004495 \
    clock_skew_ns 0.004141 \
    r2r_setup_slack_ns 0.51 \
]
-- synth_stat cells (all sizes together) --
| cell type | count |
|---|---|
| buf | 160 |
| edfxtp | 32 |
| nor4 | 7 |
| nand4 | 4 |
| a21oi | 3 |
| dfxtp | 3 |
| o21ai | 3 |
| and4 | 2 |
| conb | 1 |
| inv | 1 |
| nand4b | 1 |
| nor2 | 1 |
| nor2b | 1 |
| nor4b | 1 |
-- layout by cell type (no fill, tap or decap), drive strengths merged --
cell / Yosys / layout
nor4: 7 / 7
conb: 1 / 31
and4: 2 / 2
clkbuf: 0 / 6
a21oi: 3 / 3
nand4b: 1 / 1
nor2: 1 / 1
dfxtp: 3 / 3
nand4: 4 / 4
nor4b: 1 / 1
nor2b: 1 / 1
clkinv: 0 / 2
buf: 160 / 2
o21ai: 3 / 3
clkdlybuf4s50: 0 / 39
edfxtp: 32 / 32
inv: 1 / 1
-- per-stage QoR --
stage / util [%] / area (um^2) / worst slack (ns) / cells / hold WS (ns)
global placement: 19.51 / 1907 / 0.4175 / 264 / 0.4825
finish: 20.33 / 1987 / 0.4114 / 272 / 0.5028
floorplan: - / 2536 / 0.5056 / 250 / 0.4284
detailed placement: 19.51 / 1907 / 0.3954 / 264 / 0.4751
global route: 20.33 / 1987 / 0.3622 / 272 / 0.5404
CTS: 20.33 / 1987 / 0.4021 / 272 / 0.5035
-- worst max-delay path by stage --
stage | startpoint | cells past startpoint | to
4_1_cts | buffer_select[1] | 1 | input_buffer_write_enable
5_1_grt | buffer_select[1] | 1 | input_buffer_write_enable
6_report | buffer_select[1] | 1 | input_buffer_write_enable
-- power breakdown --
| group | total [mW] | switching, mW | leakage [nW] | internal, mW |
|---|---|---|---|---|
| clock | 0.480 | 0.231 | 0.0403 | 0.249 |
| sequential | 0.925 | 0.0219 | 0.337 | 0.903 |
| combinational | 0.109 | 0.0342 | 0.293 | 0.0748 |
| total | 1.51 | 0.287 | 0.670 | 1.23 |
-- final cells by class --
type	instances	area, um^2
tap	133	166.4
clock buffer	6	72.57
fill	1052	7787
sequential	35	1021
inverter	1	3.754
multi-input combinational	54	310.3
timing repair buffer	41	405.4
clock inverter	2	7.507
-- cells by family after synthesis --
family                 count (synthesis)  synth area share [%]
AOI/OAI and AO/OA                      6                 1.239
buffers and inverters                161                 49.72
DFF                                   35                 42.13
other                                  1                0.1547
and+or+nand+nor                       17                 6.763
-- metal layers --
| layer | up-vias | share of wire (%) | global-route usage (%) |
|---|---|---|---|
| li1 | 373 | - | - |
| met1 | 359 | 22 | 4.417 |
| met2 | 171 | 50 | 11.35 |
| met3 | 23 | 24 | 7.330 |
| met4 | 2 | 3.3 | 2.112 |
| met5 | - | 0.79 | 1.736 |
Power figures rest on the tool's default switching activity, not on a simulated workload.
